$ cat ./constraint.sdc
current_design int_vga

set clk_period 2.3
set clk_io_pct 0.2

create_clock -name clk0 -period $clk_period [get_ports {clk}]

set non_clock_inputs [all_inputs -no_clocks]
set_input_delay [expr $clk_period * $clk_io_pct] -clock clk0 $non_clock_inputs
set_output_delay [expr $clk_period * $clk_io_pct] -clock clk0 [all_outputs]
$ cat ./run.sh
#!/bin/bash
# OpenROAD 26Q1-2900-gdf79404cd8, Yosys 0.63+post, stock flow scripts
make -C /OpenROAD-flow-scripts/flow DESIGN_CONFIG=/design/flow/config.mk WORK_HOME=/design/flow/orfs finish
$ cat ./config.mk
export PLATFORM = sky130hd
export DESIGN_NAME = int_vga
export DESIGN_NICKNAME = int_vga
export VERILOG_FILES = /design/flow/design.v
export SDC_FILE = /design/flow/constraint.sdc
export NUM_CORES = 4
export LEC_CHECK = 1
export CORE_AREA = 10 10 98 98
export DIE_AREA = 0 0 108 108
$ cat ./design.v
module int_vga (
    input wire clk,            
    input wire reset,          
    output wire hsync,         
    output wire vsync,         
    output reg [3:0] red,      
    output reg [3:0] green,    
    output reg [3:0] blue,     
    input wire [3:0] in_red,   
    input wire [3:0] in_green, 
    input wire [3:0] in_blue   
);
    parameter H_DISPLAY = 320;   
    parameter H_FRONT = 8;       
    parameter H_SYNC = 48;       
    parameter H_BACK = 24;       
    parameter V_DISPLAY = 240;   
    parameter V_FRONT = 2;       
    parameter V_SYNC = 2;        
    parameter V_BACK = 15;       
    parameter H_TOTAL = H_DISPLAY + H_FRONT + H_SYNC + H_BACK;   
    parameter V_TOTAL = V_DISPLAY + V_FRONT + V_SYNC + V_BACK;   
    reg [9:0] h_count = 0;
    reg [9:0] v_count = 0;
    always @(posedge clk or posedge reset) begin
        if (reset)
            h_count <= 0;
        else if (h_count == H_TOTAL - 1)
            h_count <= 0;
        else
            h_count <= h_count + 1;
    end
    always @(posedge clk or posedge reset) begin
        if (reset)
            v_count <= 0;
        else if (h_count == H_TOTAL - 1) begin
            if (v_count == V_TOTAL - 1)
                v_count <= 0;
            else
                v_count <= v_count + 1;
        end
    end
    assign hsync = (h_count >= (H_DISPLAY + H_FRONT) && h_count < (H_DISPLAY + H_FRONT + H_SYNC)) ? 0 : 1;
    assign vsync = (v_count >= (V_DISPLAY + V_FRONT) && v_count < (V_DISPLAY + V_FRONT + V_SYNC)) ? 0 : 1;
    always @(posedge clk) begin
        if (h_count < H_DISPLAY && v_count < V_DISPLAY) begin
            red   <= in_red;
            green <= in_green;
            blue  <= in_blue;
        end else begin
            red   <= 4'b0000;
            green <= 4'b0000;
            blue  <= 4'b0000;
        end
    end
endmodule
==> reports/results.tsv <==
stage	metric	value	unit
route	routed_wl	2840	µm
power	pwr_density_cell	590	nW/µm²
route	vias	1026	
yosys	synthesis.area	1430	µm²
sta	final.period_utilization	0.922	
worst_setup_path	required	1840	ps
power	ir_worst_vdd	297	µV
yosys	ff_type	dfrtp_1	
yosys	ys_cells	130	
cells_and_area	fin_cells	270	
placement	hpwlAfterDp	2070	µm
floorplan	die_x	108	µm
sta	period_minus_slack	2120	ps
worst_setup_path	ff2ff_setup_slack	610	ps
sta	tightest_slew	373	ps
floorplan	rows	32	
route	wl_per_cell	10.5	µm
worst_setup_path	slowest_stage	clkdlybuf4s50_1	
power	power.leakage	0.816	nW
yosys	edf_count	0	
global_routing	overflow	0	
yosys	top_area_cell	dfrtp_1	
yosys	area_leaders	dfrtp_1 35%, dfxtp_1 17%, and2_1 5.2%	
clocking	numCtsBuffers	5	
worst_setup_path	crit_chain	nor2_1, o21ai_0, nand4b_1, clkdlybuf4s50_1	
cells_and_area	finish.utilization	0.256	
worst_hold_path	hp-class	in -> async	
worst_setup_path	crit_path_start_kind	register	
worst_setup_path	criticalPathCategory	reg -> out	
clocking	clockBufferDepth	2	
route	n_antenna_cell	0	
sta	fin_setup_tns	0	ps
floorplan	die_area	11700	µm²
yosys	ys_seq_share	0.517	
sta	relSlewSlack	0.751	
sta	rsz0062_at_grt	no	
placement	placed_cells	257	
clocking	clkTransAtPathRegs	70	ps
worst_setup_path	r2r_end	v_count[9]$_DFFE_PP0N_	
global_routing	grt_start_max_net_pins	21	
floorplan	initCoreUtil	0.187	
placement	numPortBuffers	27	
yosys	synth_cell_type_count	34	
route	first_pass_iters	4	
floorplan	die-height	108	µm
global_routing	grt_pass1_wl	5010	µm
worst_setup_path	crit_family	buffers and inverters	
clocking	cts_tree	yes	
clocking	htreeDepth	2	
sta	fmax	0.471	GHz
global_routing	antenna_found_initial	0	
sta	setup_viol	0	
worst_setup_path	max_stage_delay	470	ps
yosys	synthCells	130	
sta	hold_viol	0	
flow_run	warning_count	28	
yosys	ys_area	1430	µm²
clocking	ctsHoldBuffers	0	
cells_and_area	layout-drive-gt1-share	0.167	
clocking	cts_sinks	32	
route	drc_errors	0	
clocking	clk_latency	280	ps
placement	place_ws	253	ps
floorplan	core	7650	µm²
status	status	complete, no violations	
sta	setup_slack	179	ps
route	antenna_left	0	
route	viasPerCell	3.80	
global_routing	grt_pass1_vias	1088	
worst_setup_path	critPathBufInv	1	
yosys	ys.flops	32	
worst_setup_path	critPathCaptureType	output pin	
yosys	top_area_frac	0.349	
yosys	syn_avg_cell_area	11.0	µm²
worst_setup_path	rr_worst_depth	6	
worst_setup_path	timing.rr.start	h_count[0]$_DFF_PP0_	
worst_setup_path	critical_path.max_fanout	7	
yosys	synthArstFlopShare	0.625	
clocking	root_buffer	clkbuf_8	
sta	maxSlewViolCount	0	
floorplan	io_pins	28	
route	drtIter0Drc	30	
flow_run	cap_violations	0	
global_routing	grtUsageTotal	0.0526	
placement	gp_congestion	0.856	
cells_and_area	layout-area-overhead-vs-synth	36.9	%
sta	skew	6.00	ps
worst_setup_path	arrival	1660	ps
yosys	yosysWarnings	1	
==> state kept, by name (all words and copies together) (netlist names) <==
signal / flops
blue: 4
green: 4
h_count: 10
red: 4
v_count: 10
==> worst max path at each step <==
stage	start	endpoint	slack (ps)	depth (start not counted)
CTS	v_count[0]$_DFFE_PP0N_	vsync	20	5
global route	h_count[4]$_DFF_PP0_	hsync	40	4
finish	h_count[4]$_DFF_PP0_	hsync	180	4
==> Yosys cell counts, types with 3 or more instances <==
master and count:
a31oi_1 3, and2_1 12, and3_1 5, and4_1 3
dfrtp_1 20, dfxtp_1 12, ha_1 4, inv_1 7
nand2_1 6, nand3_1 5, nand4_1 5, nor2_1 6
o21ai_0 5, o22ai_2 3, xnor2_1 6, xor2_1 4
==> placed cells by master, fill, tap and decap left out, types with 2 or more instances in the layout <==
cell / netlist / layout
and4_1: 3 / 3
dfxtp_1: 12 / 12
and3_1: 5 / 4
o21ai_0: 5 / 5
xnor2_1: 6 / 6
a21boi_1: 2 / 2
and2_1: 12 / 12
clkdlybuf4s50_1: 0 / 26
nand2_4: 2 / 2
buf_4: 0 / 7
nor2b_1: 2 / 2
nand3_1: 5 / 5
nor3_1: 2 / 2
clkbuf_8: 0 / 5
inv_1: 7 / 6
nand2_1: 6 / 6
nand3_2: 2 / 2
o22ai_2: 3 / 3
ha_1: 4 / 4
dfrtp_1: 20 / 19
xor2_1: 4 / 4
nor2_1: 6 / 5
a31oi_1: 3 / 3
nand4_1: 5 / 5
==> where the power goes <==
| group | switching (mW) | total (mW) | internal, mW |
|---|---|---|---|
| combinational | 0.0137 | 0.0561 | 0.0424 |
| clock | 0.206 | 0.527 | 0.321 |
| sequential | 0.00243 | 0.573 | 0.571 |
| total | 0.222 | 1.16 | 0.934 |
==> through the flow <==
step / hold WS, ps / cell area (µm²) / power, mW
2_1_floorplan: 424 / 1430 / 0.593
3_3_place_gp: 495 / 1800 / 0.642
3_5_place_dp: 499 / 1800 / 0.642
4_1_cts: 500 / 1940 / 1.18
5_1_grt: 520 / 1960 / 1.22
6_report: 497 / 1960 / 1.16
==> kinds of logic (layout without fill, tap and decap cells) <==
logic type,count (synthesis),after routing,share of synthesized area
AOI/OAI and AO/OA,16,16,0.0821
adders and majority gates,4,4,0.0349
xor gates and xnor gates,11,11,0.0725
DFF,32,32,0.517
and+or+nand+nor,56,56,0.246
buffers and inverters,11,49,0.0472
==> timing repair <==
| item | CTS | global route |
|---|---|---|
| resized | 1 | 4 |
| endpoints found under the setup margin | 1 | 1 |
| buffers inserted | 4 | 1 |
==> layer usage <==
metal	global-route usage	routed length, µm
met5	0	0
met2	0.0664	941
met1	0.0688	1390
met3	0.0434	483
met4	0.00763	32
==> layout make-up <==
class,count,area [µm²]
timing repair buffer,34,325
multi-input combinational,87,632
fill,789,5690
tap,102,128
inverter,7,26.3
clock buffer,6,72.6
clock inverter,2,35.0
sequential,32,742
==> worst register-to-register path, cell delays in order (launching register included) <==
cell	delay (ps)
dfrtp_1	410
ha_1	220
nand3_2	150
and4b_1	280
buf_4	230
a21boi_1	220
o22ai_2	90
Power figures rest on the tool's default switching activity, not on a simulated workload.
