==> /design/flow/design.v <==
module ClockDivider #(parameter DIVIDE_BY = 8) (
    input wire clk_in,
    input wire reset,
    output reg clk_out
);
    reg [3:0] counter = 0;
    always @(posedge clk_in or posedge reset) begin
        if (reset) begin
            counter <= 0;
            clk_out <= 0;
        end else if (counter == (DIVIDE_BY/2 - 1)) begin
            counter <= 0;
            clk_out <= ~clk_out;
        end else begin
            counter <= counter + 1;
        end
    end
endmodule
module NoteDecoder (
    input wire [7:0] octave,
    output reg [11:0] sprite_addr 
);
    always @(*) begin
        case (octave[3:0])
            4'd0: sprite_addr = 12'h000;  
            4'd1: sprite_addr = 12'h010;  
            4'd2: sprite_addr = 12'h020;  
            4'd3: sprite_addr = 12'h030;  
            4'd4: sprite_addr = 12'h040;  
            4'd5: sprite_addr = 12'h050;  
            4'd6: sprite_addr = 12'h060;  
            default: sprite_addr = 12'h000;  
        endcase
    end
endmodule
module NoteDisplay (
    input wire clk,            
    input wire reset,          
    input wire [7:0] octave,   
    output wire hsync,         
    output wire vsync,         
    output wire [2:0] rgb      
);
    wire clk_vga;              
    wire [9:0] pixel_x, pixel_y;
    wire [11:0] sprite_addr;   
    wire sprite_pixel;         
    ClockDivider #(.DIVIDE_BY(8)) clk_div (
        .clk_in(clk),
        .reset(reset),
        .clk_out(clk_vga)
    );
    VGA_Controller vga_ctrl (
        .clk(clk_vga),
        .reset(reset),
        .hsync(hsync),
        .vsync(vsync),
        .pixel_x(pixel_x),
        .pixel_y(pixel_y)
    );
    NoteDecoder note_decoder (
        .octave(octave),
        .sprite_addr(sprite_addr)
    );
    SDPMem SDPMem (
        .rd_addr(sprite_addr[8:0]),
        .clk(clk_vga),
        .data_out(sprite_pixel),
        .reset(reset)
    );
    SpriteRenderer sprite_renderer (
        .pixel_x(pixel_x),
        .pixel_y(pixel_y),
        .sprite_pixel(sprite_pixel),
        .rgb(rgb)
    );
endmodule
module SDPMem #(
    parameter SPRITE_WIDTH = 8,  
    parameter SPRITE_HEIGHT = 8,  
    parameter NUM_SPRITES = 8  
)(
    input wire clk,  
    input wire reset,  
    input wire [$clog2(NUM_SPRITES*SPRITE_WIDTH*SPRITE_HEIGHT)-1:0] wr_addr,  
    input wire [$clog2(NUM_SPRITES*SPRITE_WIDTH*SPRITE_HEIGHT)-1:0] rd_addr,  
    input wire data_in,  
    output reg data_out  
);
    reg sprite_memory [0:NUM_SPRITES*SPRITE_WIDTH*SPRITE_HEIGHT-1];
    initial begin
        sprite_memory[0] = 1; sprite_memory[1] = 1; sprite_memory[2] = 1; sprite_memory[3] = 0;
        sprite_memory[4] = 0; sprite_memory[5] = 0; sprite_memory[6] = 1; sprite_memory[7] = 1;
        sprite_memory[8] = 1; sprite_memory[9] = 0; sprite_memory[10] = 0; sprite_memory[11] = 0;
        sprite_memory[12] = 0; sprite_memory[13] = 0; sprite_memory[14] = 0; sprite_memory[15] = 1;
        sprite_memory[16] = 1; sprite_memory[17] = 0; sprite_memory[18] = 0; sprite_memory[19] = 0;
        sprite_memory[20] = 0; sprite_memory[21] = 0; sprite_memory[22] = 0; sprite_memory[23] = 1;
        sprite_memory[24] = 1; sprite_memory[25] = 0; sprite_memory[26] = 0; sprite_memory[27] = 0;
        sprite_memory[28] = 0; sprite_memory[29] = 0; sprite_memory[30] = 0; sprite_memory[31] = 1;
        sprite_memory[32] = 1; sprite_memory[33] = 0; sprite_memory[34] = 0; sprite_memory[35] = 0;
        sprite_memory[36] = 0; sprite_memory[37] = 0; sprite_memory[38] = 0; sprite_memory[39] = 1;
        sprite_memory[40] = 1; sprite_memory[41] = 1; sprite_memory[42] = 1; sprite_memory[43] = 0;
        sprite_memory[44] = 0; sprite_memory[45] = 0; sprite_memory[46] = 1; sprite_memory[47] = 1;
        sprite_memory[48] = 1; sprite_memory[49] = 1; sprite_memory[50] = 1; sprite_memory[51] = 0;
        sprite_memory[52] = 0; sprite_memory[53] = 0; sprite_memory[54] = 1; sprite_memory[55] = 0;
        sprite_memory[56] = 1; sprite_memory[57] = 0; sprite_memory[58] = 0; sprite_memory[59] = 1;
        sprite_memory[60] = 0; sprite_memory[61] = 0; sprite_memory[62] = 0; sprite_memory[63] = 1;
        sprite_memory[64] = 1; sprite_memory[65] = 0; sprite_memory[66] = 0; sprite_memory[67] = 0;
        sprite_memory[68] = 0; sprite_memory[69] = 0; sprite_memory[70] = 0; sprite_memory[71] = 1;
        sprite_memory[72] = 1; sprite_memory[73] = 0; sprite_memory[74] = 0; sprite_memory[75] = 0;
        sprite_memory[76] = 0; sprite_memory[77] = 0; sprite_memory[78] = 0; sprite_memory[79] = 1;
        sprite_memory[80] = 1; sprite_memory[81] = 0; sprite_memory[82] = 0; sprite_memory[83] = 1;
        sprite_memory[84] = 0; sprite_memory[85] = 0; sprite_memory[86] = 0; sprite_memory[87] = 1;
        sprite_memory[88] = 1; sprite_memory[89] = 1; sprite_memory[90] = 1; sprite_memory[91] = 0;
        sprite_memory[92] = 0; sprite_memory[93] = 0; sprite_memory[94] = 1; sprite_memory[95] = 0;
        sprite_memory[96] = 1; sprite_memory[97] = 1; sprite_memory[98] = 1; sprite_memory[99] = 1;
        sprite_memory[100] = 0; sprite_memory[101] = 0; sprite_memory[102] = 0; sprite_memory[103] = 0;
        sprite_memory[104] = 1; sprite_memory[105] = 0; sprite_memory[106] = 0; sprite_memory[107] = 0;
        sprite_memory[108] = 0; sprite_memory[109] = 0; sprite_memory[110] = 0; sprite_memory[111] = 0;
        sprite_memory[112] = 1; sprite_memory[113] = 1; sprite_memory[114] = 1; sprite_memory[115] = 0;
        sprite_memory[116] = 0; sprite_memory[117] = 0; sprite_memory[118] = 0; sprite_memory[119] = 0;
        sprite_memory[120] = 1; sprite_memory[121] = 0; sprite_memory[122] = 0; sprite_memory[123] = 0;
        sprite_memory[124] = 0; sprite_memory[125] = 0; sprite_memory[126] = 0; sprite_memory[127] = 0;
        sprite_memory[128] = 1; sprite_memory[129] = 0; sprite_memory[130] = 0; sprite_memory[131] = 0;
        sprite_memory[132] = 0; sprite_memory[133] = 0; sprite_memory[134] = 0; sprite_memory[135] = 0;
        sprite_memory[136] = 1; sprite_memory[137] = 1; sprite_memory[138] = 1; sprite_memory[139] = 1;
        sprite_memory[140] = 0; sprite_memory[141] = 0; sprite_memory[142] = 0; sprite_memory[143] = 0;
        sprite_memory[144] = 1; sprite_memory[145] = 1; sprite_memory[146] = 1; sprite_memory[147] = 1;
        sprite_memory[148] = 0; sprite_memory[149] = 0; sprite_memory[150] = 0; sprite_memory[151] = 0;
        sprite_memory[152] = 1; sprite_memory[153] = 0; sprite_memory[154] = 0; sprite_memory[155] = 0;
        sprite_memory[156] = 0; sprite_memory[157] = 0; sprite_memory[158] = 0; sprite_memory[159] = 0;
        sprite_memory[160] = 1; sprite_memory[161] = 1; sprite_memory[162] = 1; sprite_memory[163] = 0;
        sprite_memory[164] = 0; sprite_memory[165] = 0; sprite_memory[166] = 0; sprite_memory[167] = 0;
        sprite_memory[168] = 1; sprite_memory[169] = 0; sprite_memory[170] = 0; sprite_memory[171] = 0;
        sprite_memory[172] = 0; sprite_memory[173] = 0; sprite_memory[174] = 0; sprite_memory[175] = 0;
        sprite_memory[176] = 1; sprite_memory[177] = 0; sprite_memory[178] = 0; sprite_memory[179] = 0;
        sprite_memory[180] = 0; sprite_memory[181] = 0; sprite_memory[182] = 0; sprite_memory[183] = 0;
        sprite_memory[184] = 1; sprite_memory[185] = 0; sprite_memory[186] = 0; sprite_memory[187] = 0;
        sprite_memory[188] = 0; sprite_memory[189] = 0; sprite_memory[190] = 0; sprite_memory[191] = 0;
        sprite_memory[192] = 1; sprite_memory[193] = 0; sprite_memory[194] = 0; sprite_memory[195] = 0;
        sprite_memory[196] = 0; sprite_memory[197] = 0; sprite_memory[198] = 0; sprite_memory[199] = 0;
        sprite_memory[200] = 0; sprite_memory[201] = 1; sprite_memory[202] = 1; sprite_memory[203] = 1;
        sprite_memory[204] = 1; sprite_memory[205] = 0; sprite_memory[206] = 0; sprite_memory[207] = 0;
        sprite_memory[208] = 1; sprite_memory[209] = 0; sprite_memory[210] = 0; sprite_memory[211] = 0;
        sprite_memory[212] = 0; sprite_memory[213] = 1; sprite_memory[214] = 1; sprite_memory[215] = 1;
        sprite_memory[216] = 1; sprite_memory[217] = 0; sprite_memory[218] = 0; sprite_memory[219] = 0;
        sprite_memory[220] = 0; sprite_memory[221] = 1; sprite_memory[222] = 1; sprite_memory[223] = 1;
        sprite_memory[224] = 1; sprite_memory[225] = 1; sprite_memory[226] = 1; sprite_memory[227] = 0;
        sprite_memory[228] = 0; sprite_memory[229] = 0; sprite_memory[230] = 1; sprite_memory[231] = 1;
        sprite_memory[232] = 0; sprite_memory[233] = 1; sprite_memory[234] = 0; sprite_memory[235] = 0;
        sprite_memory[236] = 0; sprite_memory[237] = 0; sprite_memory[238] = 0; sprite_memory[239] = 0;
        sprite_memory[240] = 0; sprite_memory[241] = 0; sprite_memory[242] = 1; sprite_memory[243] = 1;
        sprite_memory[244] = 1; sprite_memory[245] = 0; sprite_memory[246] = 0; sprite_memory[247] = 0;
        sprite_memory[248] = 1; sprite_memory[249] = 0; sprite_memory[250] = 0; sprite_memory[251] = 1;
        sprite_memory[252] = 0; sprite_memory[253] = 1; sprite_memory[254] = 1; sprite_memory[255] = 0;
        sprite_memory[256] = 1; sprite_memory[257] = 0; sprite_memory[258] = 0; sprite_memory[259] = 0;
        sprite_memory[260] = 0; sprite_memory[261] = 1; sprite_memory[262] = 1; sprite_memory[263] = 0;
        sprite_memory[264] = 1; sprite_memory[265] = 0; sprite_memory[266] = 0; sprite_memory[267] = 0;
        sprite_memory[268] = 0; sprite_memory[269] = 1; sprite_memory[270] = 1; sprite_memory[271] = 0;
        sprite_memory[272] = 1; sprite_memory[273] = 1; sprite_memory[274] = 1; sprite_memory[275] = 1;
        sprite_memory[276] = 1; sprite_memory[277] = 1; sprite_memory[278] = 1; sprite_memory[279] = 1;
        sprite_memory[280] = 1; sprite_memory[281] = 1; sprite_memory[282] = 1; sprite_memory[283] = 0;
        sprite_memory[284] = 0; sprite_memory[285] = 0; sprite_memory[286] = 1; sprite_memory[287] = 0;
        sprite_memory[288] = 1; sprite_memory[289] = 0; sprite_memory[290] = 0; sprite_memory[291] = 0;
        sprite_memory[292] = 0; sprite_memory[293] = 0; sprite_memory[294] = 1; sprite_memory[295] = 0;
        sprite_memory[296] = 1; sprite_memory[297] = 1; sprite_memory[298] = 1; sprite_memory[299] = 0;
        sprite_memory[300] = 0; sprite_memory[301] = 0; sprite_memory[302] = 1; sprite_memory[303] = 0;
        sprite_memory[304] = 1; sprite_memory[305] = 1; sprite_memory[306] = 1; sprite_memory[307] = 0;
        sprite_memory[308] = 0; sprite_memory[309] = 0; sprite_memory[310] = 1; sprite_memory[311] = 0;
        sprite_memory[312] = 1; sprite_memory[313] = 0; sprite_memory[314] = 0; sprite_memory[315] = 0;
        sprite_memory[316] = 0; sprite_memory[317] = 0; sprite_memory[318] = 1; sprite_memory[319] = 0;
        sprite_memory[320] = 0; sprite_memory[321] = 1; sprite_memory[322] = 1; sprite_memory[323] = 1;
        sprite_memory[324] = 0; sprite_memory[325] = 0; sprite_memory[326] = 1; sprite_memory[327] = 0;
        sprite_memory[328] = 1; sprite_memory[329] = 0; sprite_memory[330] = 0; sprite_memory[331] = 0;
        sprite_memory[332] = 0; sprite_memory[333] = 0; sprite_memory[334] = 0; sprite_memory[335] = 1;
        sprite_memory[336] = 1; sprite_memory[337] = 0; sprite_memory[338] = 0; sprite_memory[339] = 0;
        sprite_memory[340] = 0; sprite_memory[341] = 0; sprite_memory[342] = 0; sprite_memory[343] = 1;
        sprite_memory[344] = 1; sprite_memory[345] = 0; sprite_memory[346] = 0; sprite_memory[347] = 0;
        sprite_memory[348] = 0; sprite_memory[349] = 0; sprite_memory[350] = 0; sprite_memory[351] = 1;
        sprite_memory[352] = 1; sprite_memory[353] = 0; sprite_memory[354] = 0; sprite_memory[355] = 0;
        sprite_memory[356] = 0; sprite_memory[357] = 0; sprite_memory[358] = 0; sprite_memory[359] = 1;
        sprite_memory[360] = 1; sprite_memory[361] = 1; sprite_memory[362] = 1; sprite_memory[363] = 0;
        sprite_memory[364] = 0; sprite_memory[365] = 0; sprite_memory[366] = 1; sprite_memory[367] = 0;
    end
    always @(posedge clk) begin
        data_out <= sprite_memory[rd_addr];
    end
endmodule
module SpriteRenderer (
    input wire [9:0] pixel_x,
    input wire [9:0] pixel_y,
    input wire sprite_pixel,
    output reg [2:0] rgb
);
    always @(*) begin
        if (pixel_x >= 140 && pixel_x < 148 &&
            pixel_y >= 100 && pixel_y < 108) begin
            rgb = (sprite_pixel) ? 3'b111 : 3'b000;
        end else begin
            rgb = 3'b000;
        end
    end
endmodule
module VGA_Controller (
    input wire clk,
    input wire reset,
    output reg hsync,
    output reg vsync,
    output reg [9:0] pixel_x,
    output reg [9:0] pixel_y
);
    localparam H_ACTIVE = 320;
    localparam H_FRONT_PORCH = 8;
    localparam H_SYNC_PULSE = 96;
    localparam H_BACK_PORCH = 40;
    localparam H_TOTAL = H_ACTIVE + H_FRONT_PORCH + H_SYNC_PULSE + H_BACK_PORCH;
    localparam V_ACTIVE = 240;
    localparam V_FRONT_PORCH = 2;
    localparam V_SYNC_PULSE = 2;
    localparam V_BACK_PORCH = 25;
    localparam V_TOTAL = V_ACTIVE + V_FRONT_PORCH + V_SYNC_PULSE + V_BACK_PORCH;
    reg [9:0] h_count = 0;
    reg [9:0] v_count = 0;
    always @(posedge clk or posedge reset) begin
        if (reset) begin
            h_count <= 0;
            v_count <= 0;
        end else begin
            if (h_count == H_TOTAL - 1) begin
                h_count <= 0;
                if (v_count == V_TOTAL - 1) begin
                    v_count <= 0;
                end else begin
                    v_count <= v_count + 1;
                end
            end else begin
                h_count <= h_count + 1;
            end
        end
    end
    always @(posedge clk) begin
        if (h_count < H_ACTIVE)
            pixel_x <= h_count;
        else
            pixel_x <= 0;
        if (v_count < V_ACTIVE)
            pixel_y <= v_count;
        else
            pixel_y <= 0;
        if (h_count >= (H_ACTIVE + H_FRONT_PORCH) && h_count < (H_ACTIVE + H_FRONT_PORCH + H_SYNC_PULSE))
            hsync <= 0;
        else
            hsync <= 1;
        if (v_count >= (V_ACTIVE + V_FRONT_PORCH) && v_count < (V_ACTIVE + V_FRONT_PORCH + V_SYNC_PULSE))
            vsync <= 0;
        else
            vsync <= 1;
    end
endmodule
==> /design/flow/run.sh <==
#!/bin/bash
# OpenROAD 26Q1-2900-gdf79404cd8, Yosys 0.63+post, stock flow scripts
make -C /OpenROAD-flow-scripts/flow DESIGN_CONFIG=/design/flow/config.mk WORK_HOME=/design/flow/orfs finish
==> /design/flow/config.mk <==
export PLATFORM = sky130hd
export DESIGN_NAME = NoteDisplay
export DESIGN_NICKNAME = NoteDisplay
export VERILOG_FILES = /design/flow/design.v
export SDC_FILE = /design/flow/constraint.sdc
export NUM_CORES = 4
export LEC_CHECK = 1
export CORE_AREA = 10 10 113 113
export DIE_AREA = 0 0 123 123
==> /design/flow/constraint.sdc <==
current_design NoteDisplay

set clk_period 1.3
set clk_io_pct 0.2

create_clock -name clk0 -period $clk_period [get_ports {clk}]

set non_clock_inputs [all_inputs -no_clocks]
set_input_delay [expr $clk_period * $clk_io_pct] -clock clk0 $non_clock_inputs
set_output_delay [expr $clk_period * $clk_io_pct] -clock clk0 [all_outputs]
==> changes_impl.md <==
### Metrics

- Die width: 123 µm
- Final Critical Period: 1.080 ns
- Final setup viols: 0
- Core Util, Final: 0.2006
- Area contributors post-synth: dfrtp_1, dfxtp_1, nand3_1, and2_1, xnor2_1
- Slew margin rel.: 0.4650
- DIE AREA: 0.01513 mm²
- I/O pins: 15
- Setup CP Type: reg2reg
- Buf+Inv Stages, Crit Path: 0
- Worst path slowest cell: dfrtp_1
- Antenna Nets Post-Route: 0
- CTS tree: yes
- Req. time, crit path: 1.44 ns
- Fillers: 1,111
- Worst vdd ir: 370.5 µV
- Initial DRC count: 51
- # Cells Yosys: 176
- Power Density: 223.5 mW/mm²
- Seq cells post-synth: 43
- RSZ-0062 raised after global routing: false
- Post-route design area: 0.002071 mm²
- TritonCTS Buffers: 3
- Endpoints left unconstrained: 40
- GPL Wtd Cong: 0.8007
- HPWL after detailed placement: 2077 µm
- Core ar.: 0.01032 mm²
- Final hold viol count: 0
- Die Y: 123 µm
- Syn Inst Count: 176
- Drc violations: 0
- Worst Setup End Kind: register
- Leakage Power: 0.8951 nW
- GRT Util Overall: 0.03868
- Ant diodes: 0
- Max-cap viol count: 0
- DRT Pass-1 Iters: 4
- Synth-to-Final Area Change: 13.36%
- Postcts setup bufs: 0
- Count of unclocked register or latch pins: 38
- Clk latency of the worst-skew pair: 0.22 ns
- Max H-tree Level: 1
- Worst-Margin Slew: 0.7965 ns
- Max Freq: 0.9260 GHz
- Critical path launch point type: register
- Post-synthesis cell area: 0.001827 mm²
- Drt total wl: 2827 µm
- Setup TNS: 0 ns
- Post-synth top area cell: dfrtp_1
- First-pass GRT wire length: 4947 µm
- DR vias/cell: 3.719
- YS chip area: 0.001827 mm²
- Floorplan utilization: 0.1769
- Congestion Overflow GR: 0
- Largest net degree at the start of global routing: 39
- Status: completed
- Most instantiated logic cell after routing: dfrtp_1
- Slew Viols, Final: 0
- Yosys warns: 5
- Fin crit share: 0.8307
- Register share after synthesis: 0.5397
- CTS max path bufs: 2
- Initial antenna violation count: 0
- Area after DPL: 0.002021 mm²
- Asr flop ratio synth: 0.5814
- Main flop type: dfrtp_1
- Avg Inst Size Synth: 10.38 µm²
- Area leader share: 0.3425
- Critical-path maximum fanout: 3
- Routed wire length per instance: 8.918 µm
- Via count of the first global-routing pass: 1,079
- EDFF count, synth: 0
- Critical path data arrival time: 1.22 ns
- Tool warnings: 34
- CP max stage delay: 0.37 ns
- CTS clk-pin slew, worst paths: 0.04 ns
- Distinct lib cells used: 43
- # port buffers: 6
- Layout Skew: 0.003430 ns
- Cell Rows: 37
- Clock Tree Root: clkbuf_8
- Most frequent cells in the layout: dfrtp_1, dfxtp_1, nand3_1, nor2_1, nand2_1
- Class of the worst hold path: in2async
- Vias: 1,179
- Worst-path cell chain: ha_1 > nor3b_2 > xor2_1
- Layout cells sized above 1: 0.09392
- Crit path max-delay family: flip-flops
## cells in the mapped netlist (2+ instances only)
cell type  instances
xnor2_1            7
xor2_1             5
nor2_1            14
and4_1             2
a21oi_1            4
nand3_1           14
dfxtp_1           18
nor4_1             2
nand2_1           13
or3_1              2
o21bai_1           2
nor3_1             4
and3_1             2
nor3b_1            2
and2_2             3
dfrtp_1           25
inv_1              4
ha_1               4
a31oi_1            3
nand2b_1           2
buf_4              4
o21ai_0            5
clkbuf_1           2
and2_1            11
nand4_1            4
## state kept, by name, summed over array words and instances (netlist names)
register,flops
clk_div.clk_out,1
clk_div.counter,4
vga_ctrl.h_count,10
vga_ctrl.hsync,1
vga_ctrl.pixel_x,8
vga_ctrl.pixel_y,8
vga_ctrl.v_count,10
vga_ctrl.vsync,1
## logic make-up after synthesis
logic type      count (synthesis)  synth area share
compound gates                 18           0.06028
xor+xnor                       12           0.05753
fa+ha+maj                       4           0.02740
buf+inv                        13           0.04041
flops                          43            0.5397
other cells                     1          0.002053
simple gates                   85            0.2726
## worst paths after layout
path | end | from | slack [ns] | cells past startpoint
setup / recovery | clk_div.clk_out | clk_div.counter[0] | 0.22 | 3
hold / removal | clk_div.counter[2] | reset | 0.27 | 2
setup reg to reg | clk_div.clk_out | clk_div.counter[0] | 0.22 | 3
hold reg to reg | clk_div.clk_out | clk_div.clk_out | 0.46 | 1
max in group asynchronous | clk_div.counter[3] | reset | 0.85 | 2
min in group clk0 | clk_div.clk_out | clk_div.clk_out | 0.46 | 1
## power breakdown
group | switching (mW) | internal (mW) | leakage (nW)
Combinational | 0.0166 | 0.00480 | 0.385
Clock | 0.0746 | 0.210 | 0.0228
Sequential | 0 | 0.157 | 0.487
Total | 0.0912 | 0.372 | 0.895
## area by class of cell
| cell class | instances | area [µm²] | area share |
|---|---|---|---|
| Multi-Input combinational cell | 122 | 779.5 | 0.3764 |
| Inverter | 4 | 15.01 | 0.007251 |
| Timing Repair Buffer | 8 | 75.07 | 0.03625 |
| Clock buffer | 4 | 45.04 | 0.02175 |
| Sequential cell | 43 | 985.9 | 0.4761 |
| Tap cell | 136 | 170.2 | 0.08217 |
## through the flow
step                cells  hold WS, ns  total power, mW  setup slack (ns)
finish                317       0.2683           0.4629            0.2201
global route          317       0.3142           0.4883            0.1433
CTS                   317       0.2859           0.4693            0.1206
detailed placement    313       0.4575           0.1815            0.1396
global placement      313       0.4502           0.1808            0.2299
floorplan             178       0.2873           0.1706            0.2784
## layer usage
metal,GRT usage,up-vias,routed length [µm]
met5,0,-,0
met4,0.002911,0,22
met3,0.008326,5,106
met2,0.06158,8,1193
met1,0.05559,552,1504
li1,-,614,-
## repair_timing
item | 4_1_cts | 5_1_grt
hold buffers | 0 | 0
endpoints found under the setup margin | 0 | 1
resized | 0 | 1
hold endpoints to repair | 0 | 0
Power is estimated from default activity; no workload was simulated.
