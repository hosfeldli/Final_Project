[flow/run.sh]
#!/bin/bash
# OpenROAD 26Q1-2900-gdf79404cd8, Yosys 0.63+post, stock flow scripts
make -C /OpenROAD-flow-scripts/flow DESIGN_CONFIG=/design/flow/config.mk WORK_HOME=/design/flow/orfs finish
[flow/constraint.sdc]
current_design vga_buffer

set clk_period 2.5
set clk_io_pct 0.2

create_clock -name clk0 -period $clk_period [get_ports {clk}]
create_clock -name clk1 -period $clk_period [get_ports {pixel_clk}]

set non_clock_inputs [all_inputs -no_clocks]
set_input_delay [expr $clk_period * $clk_io_pct] -clock clk0 $non_clock_inputs
set_output_delay [expr $clk_period * $clk_io_pct] -clock clk0 [all_outputs]
[flow/config.mk]
export PLATFORM = sky130hd
export DESIGN_NAME = vga_buffer
export DESIGN_NICKNAME = vga_buffer
export VERILOG_FILES = /design/flow/design.v
export SDC_FILE = /design/flow/constraint.sdc
export NUM_CORES = 4
export LEC_CHECK = 1
export CORE_AREA = 10 10 80 80
export DIE_AREA = 0 0 90 90
[flow/design.v]
module sdp_memory #(
    parameter WIDTH = 240,       
    parameter HEIGHT = 240       
)(
    input wire clk,                      
    input wire we,                       
    input wire [$clog2(WIDTH*HEIGHT)-1:0] wr_addr,   
    input wire [$clog2(WIDTH*HEIGHT)-1:0] rd_addr,   
    input wire data_in,                   
    output reg data_out                    
);
    reg memory [0:WIDTH*HEIGHT-1];  
    always @(posedge clk) begin
        if (we) begin
            memory[wr_addr] <= data_in;
        end
    end
    always @(posedge clk) begin
        data_out <= memory[rd_addr];
    end
endmodule
module vga_buffer #(
    parameter WIDTH = 240,       
    parameter HEIGHT = 240       
)(
    input wire clk,              
    input wire pixel_clk,        
    input wire we,               
    input wire [15:0] wr_addr,   
    input wire data_in,          
    input wire [$clog2(WIDTH*HEIGHT)-1:0] rd_addr,   
    output reg vga_pixel,         
    output wire [15:0] vga_x,     
    output wire [15:0] vga_y,     
    input wire hsync,             
    input wire vsync,             
    output reg [3:0] red,        
    output reg [3:0] green,      
    output reg [3:0] blue        
);
    reg [0:WIDTH-1] scanline_buffer;   
    reg [$clog2(WIDTH)-1:0] x_counter = 0;
    reg [$clog2(HEIGHT)-1:0] y_counter = 0;
    sdp_memory #(
        .WIDTH(WIDTH),
        .HEIGHT(HEIGHT)
    ) frame_memory (
        .clk(clk),
        .we(we),
        .wr_addr(wr_addr),
        .rd_addr(rd_addr),
        .data_in(data_in),
        .data_out(scanline_buffer[x_counter])   
    );
    always @(posedge clk) begin
        if (x_counter == WIDTH - 1) begin
            x_counter <= 0;
            if (y_counter < HEIGHT - 1)
                y_counter <= y_counter + 1;
            else
                y_counter <= 0;
        end else begin
            x_counter <= x_counter + 1;
        end
    end
    always @(posedge pixel_clk) begin
        vga_pixel <= scanline_buffer[x_counter];
        red   <= {4{vga_pixel}};
        green <= {4{vga_pixel}};
        blue  <= {4{vga_pixel}};
    end
    assign vga_x = x_counter;
    assign vga_y = y_counter;
endmodule
==> results.txt <==
impl run done, here's what came out: Area growth, synth to finish 17.21%, worst slew pin tran 0.7113 ns, post-route insts no fill 187, Dominant comb cell buffers and inverters, worst hold path class flip-flop to flip-flop, ANT cells 0, H-tree lvl count 1, detailed-route wire length 2000 um, Placed Area 0.001122 sq mm, GR Overflow Total 0, Adder Area Share 2.513%, CP endpoint kind output pin, Cells after Synth 102, Lkg Pwr 0.4696 nW, grt met3 use 0.9220%, worst setup margin 0.7003 ns, largest net degree at the start of global routing 11, met2 Use GR 7.143%, worst clock skew 0.004377 ns, Setup Viol. Count Final 0, Setup Crit Path Kind flip-flop to output pin, Core Density at Floorplan 21.09%, CTS resizes 0, DRC Markers 0, share of cells above drive strength 1 6.667%, Setup TNS 0 ns, M1 GR Usage 5.702%, vias per cell 3.631, average cell area after synthesis 9.764 sq um, Clock Sinks 16, gr usage total 4.363%, IO Port Bufs 16, Place WS 0.7866 ns, CP bufs+invs 1, vias 679, Seq/Total Area, Yosys 40.20%, fin area 0.001167 sq mm, worst-path cell chain clkdlybuf4s50_1, Fillers 514, row count 25, initial antenna violation count 0, Slowest-stage cell, CP clkdlybuf4s50_1, clk buf depth 2, Chip Area, Yosys 996.0 sq um, # Post-CTS Setup Buffers 0, WP data required 2.00 ns, number of DRC markers in iteration 0 20, xor+xnor area frac 4.397%, clk slew on worst S/H paths 0.06 ns, Die Y-Extent 90 um, ao+oa area frac 11.93%, post-synthesis mux area share 1.508%, first-pass GRT wire length 3153 um, startpoint types flip-flop, Core ar. 0.004723 sq mm, I/O pin count 83, DPL Wire Length 1540 um, RSZ-0062 raised after global routing false, DIE AREA 0.008100 sq mm, status complete, no violations, CP peak stage delay 0.54 ns, Max Slew Vio Count 0, Pwr per Cell Area 409.8 mW/mm^2, Clock Root Buffer clkbuf_8, Most Crowded Layer GR met2, Pre-antenna DRT Iters 4, RD Place Congestion 0.8382, slew margin rel. 52.22%, tool warnings 63, Simple-Gate Area Share 15.20%, final count of hold timing violations 0, Seq cells post-synth 16, overall power 478.4 uW, Yosys warnings 242, CTS Hold Buffers Added 0, CTS tree built, Synth cell types 30, crit-path max FO 9, crit path DAT 1.30 ns, max-cap violations 0, delay-heaviest family, CP buffers and inverters, cells in synth_stat.txt 102, WL per Instance 10.70 um, Antenna Violating Nets Remaining 0, worst IR drop on VDD 0.1362 mV, DIE WIDTH 90 um, TritonCTS Buffers 3, mapped cell area 996.0 sq um, Cells after DPL 183, vias in the first global route 748
-- cells by family (layout without fill, tap and decap cells) --
kind of cell	after synthesis	count (layout)
AND-OR/OR-AND	18	18
flip-flops	16	16
other	1	29
adder cells (fa/ha/maj)	2	2
buffers and inverters	34	24
XOR/XNOR	5	5
AND/OR/NAND/NOR	25	25
multiplexers	1	1
-- synthesized netlist by cell type --
library cell  instances  share of area, %
inv_1                 4               1.5
buf_2                 1              0.50
edfxtp_1              8                24
nand3_2               1               1.0
or3_1                 2               1.3
nand2_2               1              0.63
buf_4                29                22
nor3_1                2               1.0
nor4_4                1               2.1
a21oi_1               3               1.5
or2_2                 1              0.63
nor2_1                3               1.1
a21o_1                1              0.75
nand3_1               6               3.0
and2b_1               1              0.75
a31oi_1               4               2.5
nand2_1               4               1.5
nor2b_1               2               1.3
a41oi_1               2               1.8
dfxtp_1               8                16
xor2_1                2               1.8
mux2_4                1               1.5
and4_1                1              0.88
xnor2_1               3               2.6
ha_1                  2               2.5
a22o_1                1              0.88
o21ai_0               3               1.5
conb_1                1              0.38
a21boi_0              1              0.75
o31ai_1               3               2.3
-- sequential cells by signal (all words and copies together) (netlist names) --
signal and count:
y_counter 8, x_counter 8
-- area by class of cell --
| cell class | count | area (sq um) | area share [%] |
|---|---|---|---|
| flip-flops and latches | 16 | 400.4 | 34.30 |
| well taps | 67 | 83.83 | 7.181 |
| clock buffers | 4 | 45.04 | 3.859 |
| inverters | 4 | 15.01 | 1.286 |
| repair buffers | 16 | 160.2 | 13.72 |
| multi-input cells | 80 | 462.9 | 39.66 |
-- cell usage in the layout, fill, tap and decap left out, types with 2 or more instances in the layout --
| cell type | n |
|---|---|
| ha_1 | 2 |
| o21ai_0 | 3 |
| xor2_1 | 2 |
| nor2b_1 | 2 |
| clkdlybuf4s50_1 | 16 |
| nor2_1 | 3 |
| a41oi_1 | 2 |
| nand3_1 | 6 |
| clkbuf_8 | 3 |
| a21oi_1 | 3 |
| inv_1 | 4 |
| conb_1 | 29 |
| edfxtp_1 | 8 |
| nor3_1 | 2 |
| o31ai_1 | 3 |
| or3_1 | 2 |
| xnor2_1 | 3 |
| a31oi_1 | 4 |
| nand2_1 | 4 |
| dfxtp_1 | 8 |
-- worst paths after layout --
kind / startpoint / endpoint / slack (ns) / cells past startpoint
max: x_counter[4]$_SDFF_PP0_ / vga_x[4] / 0.70 / 1
max reg2reg: x_counter[2]$_SDFF_PP0_ / y_counter[6]$_SDFFCE_PP0P_ / 0.79 / 2
min: x_counter[0]$_SDFF_PP0_ / x_counter[0]$_SDFF_PP0_ / 0.43 / 1
min reg2reg: x_counter[0]$_SDFF_PP0_ / x_counter[0]$_SDFF_PP0_ / 0.43 / 1
-- per-stage QoR --
stage          hold slack (ns)  util (%)
6_report                0.4273     24.72
3_5_place_dp            0.4147     23.76
4_1_cts                 0.4274     24.72
3_3_place_gp            0.4107     23.76
2_1_floorplan           0.3793         -
5_1_grt                 0.4560     24.72
-- layer usage --
layer | wire length [um] | vias to the layer above
li1 | - | 338
met5 | 0 | -
met1 | 983 | 308
met3 | 84 | 2
met4 | 29 | 0
met2 | 902 | 31
-- power by group --
group	internal (mW)	switching, mW	total (mW)
Sequential	0.273	0	0.273
Combinational	0	0.00260	0.00260
Clock	0.113	0.0901	0.203
Total	0.386	0.0927	0.478
Power figures rest on the tool's default switching activity, not on a simulated workload.
